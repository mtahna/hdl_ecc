===== flow/config.mk =====
export PLATFORM = sky130hd
export DESIGN_NAME = ecc_dec
export DESIGN_NICKNAME = ecc_dec
export VERILOG_FILES = /design/flow/design.v
export SDC_FILE = /design/flow/constraint.sdc
export NUM_CORES = 4
export LEC_CHECK = 1
export CORE_UTILIZATION = 50

===== flow/design.v =====
module ecc_dec (
    input  wire                  clk         ,  
    input  wire                  rstn        ,  
    input  wire [63:0]           data_in     ,  
    input  wire [ 7:0]           ecc_in      ,  
    output reg  [63:0]           data_out    ,  
    output reg  [ 1:0]           err_sts_out    
);
localparam DATA_WIDTH   = 64 ;
localparam ECC_WIDTH    = 8  ;
localparam DATAECC_WIDTH = DATA_WIDTH + ECC_WIDTH;
localparam PARITY_WIDTH = ECC_WIDTH - 1;
reg  [DATA_WIDTH   -1:0] data_in_1t     ;
reg  [ECC_WIDTH    -1:0] ecc_in_1t      ;
reg                      secded         ;
wire [ECC_WIDTH    -1:0] ecc_enc_out    ;
wire [PARITY_WIDTH -1:0] correct_bitnum ;
wire                     single_biterr  ; 
wire [DATAECC_WIDTH-1:0] ecc_bitmap     ;
wire [DATAECC_WIDTH-1:0] correct_bitmap ;
wire [DATA_WIDTH   -1:0] correct_data   ; 
wire                     ecc_biterr     ; 
wire [1:0]               err_sts        ;
always @(posedge clk or negedge rstn) begin
    if (!rstn) begin
        data_in_1t <= {DATA_WIDTH{1'b0}};
        ecc_in_1t  <= {ECC_WIDTH{1'b0}};
        secded     <= 1'b0;
    end else begin
        data_in_1t <= data_in;
        ecc_in_1t  <= ecc_in;
        secded     <= (^ data_in) ^ (^ ecc_in[6:0]);
    end
end
ecc_enc u_ecc_enc (
    .clk       (clk          ),  
    .rstn      (rstn         ),  
    .data_in   (data_in      ),  
    .data_out  (    ),  
    .ecc_out   (ecc_enc_out  )   
);
assign correct_bitnum = ecc_in_1t[6:0] ^ ecc_enc_out[6:0];
assign single_biterr  = ecc_in_1t[7] ^ secded;
assign ecc_bitmap[    0] = 1'b0             ;  
assign ecc_bitmap[    1] = ecc_in_1t[0]     ;  
assign ecc_bitmap[    2] = ecc_in_1t[1]     ;  
assign ecc_bitmap[    3] = data_in_1t[    0];
assign ecc_bitmap[    4] = ecc_in_1t[2]     ;  
assign ecc_bitmap[ 7: 5] = data_in_1t[ 3: 1];
assign ecc_bitmap[    8] = ecc_in_1t[3]     ;  
assign ecc_bitmap[15: 9] = data_in_1t[10: 4];
assign ecc_bitmap[   16] = ecc_in_1t[4]     ;  
assign ecc_bitmap[31:17] = data_in_1t[25:11];
assign ecc_bitmap[   32] = ecc_in_1t[5]     ;  
assign ecc_bitmap[63:33] = data_in_1t[56:26];
assign ecc_bitmap[   64] = ecc_in_1t[6]     ;  
assign ecc_bitmap[DATAECC_WIDTH-1:65] = data_in_1t[DATA_WIDTH-1:57];
generate
    genvar v_bm;
    for(v_bm=0; v_bm<DATAECC_WIDTH; v_bm=v_bm+1) begin : g_correct_bitmap
        assign correct_bitmap[v_bm] = (correct_bitnum == v_bm) ? ~ecc_bitmap[v_bm] : ecc_bitmap[v_bm];
    end
endgenerate
assign correct_data[    0] = correct_bitmap[    3];
assign correct_data[ 3: 1] = correct_bitmap[ 7: 5];
assign correct_data[10: 4] = correct_bitmap[15: 9];
assign correct_data[25:11] = correct_bitmap[31:17];
assign correct_data[56:26] = correct_bitmap[63:33];
assign correct_data[DATA_WIDTH-1:57] = correct_bitmap[DATAECC_WIDTH-1:65];
assign ecc_biterr = (correct_bitnum ==  7'd1)
                  | (correct_bitnum ==  7'd2)
                  | (correct_bitnum ==  7'd4)
                  | (correct_bitnum ==  7'd8)
                  | (correct_bitnum == 7'd16)
                  | (correct_bitnum == 7'd32)
                  | (correct_bitnum == 7'd64);
assign err_sts = ( {single_biterr, correct_bitnum} == {1'b0, {7{1'b0}}} ) ? 2'b00 :  
                 ( {single_biterr, ecc_biterr} == {1'b1, 1'b0}          ) ? 2'b01 :  
                 ( {single_biterr, ecc_biterr} == {1'b1, 1'b1}          ) ? 2'b10 :  
                                                                            2'b11 ;  
always @(posedge clk or negedge rstn) begin
    if (!rstn) begin
        data_out    <= {DATA_WIDTH{1'b0}};
        err_sts_out <= {2{1'b0}};
    end else begin
        data_out    <= (err_sts == 2'b01) ? correct_data : data_in_1t;
        err_sts_out <= err_sts;
    end
end
endmodule
module ecc_enc (
    input  wire                  clk       ,  
    input  wire                  rstn      ,  
    input  wire [63:0]           data_in   ,  
    output reg  [63:0]           data_out  ,  
    output reg  [ 7:0]           ecc_out      
);
localparam DATA_WIDTH   = 64 ;
localparam ECC_WIDTH    = 8  ;
localparam DATAECC_WIDTH = DATA_WIDTH + ECC_WIDTH;
localparam PARITY_WIDTH = ECC_WIDTH - 1;
wire [DATAECC_WIDTH-1:0]              bitmap      ;
wire [PARITY_WIDTH*DATAECC_WIDTH-1:0] mask        ;
wire [PARITY_WIDTH -1:0]              even_parity ;
wire                                  secded      ;
assign bitmap[    0] = 1'b0          ;  
assign bitmap[    1] = 1'b0          ;  
assign bitmap[    2] = 1'b0          ;  
assign bitmap[    3] = data_in[    0];
assign bitmap[    4] = 1'b0          ;  
assign bitmap[ 7: 5] = data_in[ 3: 1];
assign bitmap[    8] = 1'b0          ;  
assign bitmap[15: 9] = data_in[10: 4];
assign bitmap[   16] = 1'b0          ;  
assign bitmap[31:17] = data_in[25:11];
assign bitmap[   32] = 1'b0          ;  
assign bitmap[63:33] = data_in[56:26];
assign bitmap[   64] = 1'b0          ;  
assign bitmap[DATAECC_WIDTH-1:65] = data_in[DATA_WIDTH-1:57];
generate
    genvar v_pa, v_dt;
    for(v_pa=0; v_pa<PARITY_WIDTH; v_pa=v_pa+1) begin : g_pa_mask
        for(v_dt=0; v_dt<DATAECC_WIDTH; v_dt=v_dt+1) begin : g_dt_mask
            assign mask[v_pa*DATAECC_WIDTH + v_dt] = ((v_dt % (2**(v_pa+1))) >=  (2**(v_pa))) ? 1'b1 : 1'b0 ;
        end
    end
    for(v_pa=0; v_pa<PARITY_WIDTH; v_pa=v_pa+1) begin : g_parity
        assign even_parity[v_pa] = ^(bitmap & mask[(v_pa+1)*DATAECC_WIDTH-1:v_pa*DATAECC_WIDTH]);
    end
endgenerate
assign secded = (^data_in) ^ (^even_parity);
always @(posedge clk or negedge rstn) begin
    if (!rstn) begin
        data_out <= {DATA_WIDTH{1'b0}};
        ecc_out  <= {ECC_WIDTH{1'b0}};
    end else begin
        data_out <= data_in;
        ecc_out  <= {secded, even_parity};
    end
end
endmodule

===== flow/constraint.sdc =====
current_design ecc_dec

set clk_period 7.3
set clk_io_pct 0.2

create_clock -name clk0 -period $clk_period [get_ports {clk}]

set non_clock_inputs [all_inputs -no_clocks]
set_input_delay [expr $clk_period * $clk_io_pct] -clock clk0 $non_clock_inputs
set_output_delay [expr $clk_period * $clk_io_pct] -clock clk0 [all_outputs]

===== flow/run.sh =====
#!/bin/bash
# OpenROAD 26Q1-2900-gdf79404cd8, Yosys 0.63+post, stock flow scripts
make -C /OpenROAD-flow-scripts/flow DESIGN_CONFIG=/design/flow/config.mk WORK_HOME=/design/flow/orfs finish

==> flow_metrics.rpt <==
IMPLEMENTATION SUMMARY REPORT
----------------------------------------------------
[Drt]
  Per-cell routed wire length ........................ 17.7 µm
  Drt pass-1 iters ........................ 4
  Routed Wire Length ........................ 14300 µm
  Total number of vias ........................ 3776
  Vias per cell ........................ 4.68
  Remaining antenna violation count ........................ 0
  Violation tally from detailed-route iteration zero ........................ 206
  DRC violation count after routing ........................ 0
  Count of inserted antenna diode cells ........................ 0

[Cells and area]
  Fillcell total ........................ 839
  Share of cells above drive strength 1 ........................ 0.0751
  Final core occ ........................ 0.703
  Number of cells in the finished layout apart from fillers ........................ 807
  Synthesis-to-finish area growth ........................ 35.6%

[Final timing]
  Period minus WS final ........................ 3.30 ns
  Count of endpoints failing setup in the final report ........................ 0
  Fin Clk Skew ........................ 0.00389 ns
  Number of pins exceeding their max-slew limit in the final report ........................ 0
  Transition time at the pin with the least slew margin ........................ 0.955 ns
  Maximum clock rate ........................ 303 MHz
  Fin crit share ........................ 0.452
  Final-layout setup total negative slack ........................ 0 ns
  Relative max-transition margin ........................ 0.360
  RSZ-0062 raised after global routing ........................ no
  Min Hold Slack ........................ 0.435 ns
  Fin. Hold Viols ........................ 0

[Critical path]
  Worst-path fanout max ........................ 3
  Required @ worst endpoint ........................ 7.59 ns
  Arrival time at the worst endpoint ........................ 3.59 ns
  CP endpoint kind ........................ flip-flop
  Class of the most critical setup path ........................ primary input to flip-flop
  Element type at the critical path start ........................ primary input
  Register-to-register setup slack ........................ 4.84 ns

[CTS]
  H-tree lvl count ........................ 4
  Insertion delay of the later-clocked pin in the worst-skew pair ........................ 0.41 ns
  Number of hold-repair buffers added at the cts stage ........................ 0
  TritonCTS clock tree ........................ done
  Clock transition at the registers of the reported paths ........................ 0.05 ns
  Clock sink count ........................ 146
  Number of buffers created by CTS ........................ 17
  Max clock buf depth ........................ 2
  Root cell of the clock tree ........................ clkbuf_16
  Number of instances resized during post-cts repair ........................ 0
  Number of setup buffers added after CTS ........................ 0

[Place]
  Routability cong. ........................ 0.908
  Placed insts ........................ 777
  Port bufs ........................ 139
  Detailed Place HPWL ........................ 10700 µm

[Run status]
  Outcome ........................ complete, no violations

[Synth]
  Yosys Chip Area ........................ 0.00631 mm²
  Synth Warn # ........................ 2
  Fraction of synthesis flops using an asynchronous set or reset pin ........................ 1.00
  Seq cells post-synth ........................ 146
  Ys flop type ........................ dfrtp_1
  Fraction of post-synthesis cell area in the top cell type by area ........................ 0.579
  Cell total in the yosys stat output ........................ 468
  Largest cells by area ........................ dfrtp_1 (58%), xnor2_1 (23%), nand2_1 (4.1%), xnor3_1 (3.9%), xor2_1 (2.9%)
  Mean instance size in the synthesized netlist ........................ 13.5 µm²
  Distinct cell type count of the synthesized netlist ........................ 28
  Top cells by instance count after synthesis ........................ xnor2_1 (166), dfrtp_1 (146), nand2_1 (69), xor2_1 (21), nor2_1 (17)
  Flip-flops with a built-in enable ........................ 0
  Sequential-to-total area share from yosys stat ........................ 0.579
  Count leader, synth ........................ xnor2_1
  Cell count after synthesis ........................ 468
  Cell taking the most area after synthesis ........................ dfrtp_1
  Total standard cell area after synthesis ........................ 0.00631 mm²

[Flow run]
  Max-cap viol count ........................ 0
  Count of warning messages emitted by the tools ........................ 26

[Min path]
  Type of the tightest min-delay check ........................ flip-flop to flip-flop

[Floorplan]
  Floorplan die area ........................ 0.0131 mm²
  Chip height ........................ 114 µm
  Number of rows created at floorplan ........................ 40
  I/O Pins ........................ 140
  Horizontal die dimension ........................ 114 µm
  Fp util ........................ 0.519
  Core Footprint ........................ 0.0122 mm²

[Global routing]
  Initial antenna violation count ........................ 0
  Total routing resource utilization after global routing ........................ 0.251
  First-pass GRT wire length ........................ 22400 µm
  Vias in the first global route ........................ 4010
  Global route overflow ........................ 0
  Largest net degree at the start of global routing ........................ 61

[Power]
  Power per cell area ........................ 309 mW/mm²
  Largest vdd supply drop ........................ 0.206 mV
  Leakage ........................ 3.43 nW
  Overall power ........................ 2.65 mW

----------------------------------------------------
routing by layer:
layer / wire [µm] / GRT usage
met5: 0 / 0
met4: 105 / 0.0225
met3: 1020 / 0.0831
met2: 7000 / 0.392
met1: 6130 / 0.381
final timing paths:
kind | from | end | cells after the start
worst max register to register | u_ecc_enc.ecc_out[5]$_DFF_PN0_ | data_out[13]$_DFF_PN0_ | 4
worst min register to register | data_in_1t[55]$_DFF_PN0_ | data_out[55]$_DFF_PN0_ | 1
worst max-delay path | data_in[17] | secded$_DFF_PN0_ | 6
max in group asynchronous | rstn | u_ecc_enc.ecc_out[6]$_DFF_PN0_ | 2
min in group asynchronous | rstn | data_in_1t[2]$_DFF_PN0_ | 1
worst min-delay path | data_in_1t[55]$_DFF_PN0_ | data_out[55]$_DFF_PN0_ | 1
power by group:
group / switching [mW] / internal, mW / leakage, nW
logic: 0.418 / 0.412 / 1.43
clock network: 0.299 / 0.588 / 0.302
registers: 0.0370 / 0.892 / 1.70
registers in the layout (all words and copies together) (netlist names):
register           count
data_in_1t            64
err_sts_out            2
secded                 1
ecc_in_1t              8
u_ecc_enc.ecc_out      7
data_out              64
per-stage QoR:
| step | area (µm²) | setup WS [ns] |
|---|---|---|
| 2_1_floorplan | 6310 | 4.29 |
| 4_1_cts | 8550 | 3.98 |
| 6_report | 8550 | 4.00 |
| 5_1_grt | 8550 | 3.85 |
| 3_3_place_gp | 7930 | 3.61 |
| 3_5_place_dp | 7930 | 3.57 |
critical path, cell delays in order:
cell	delay, ns
clkdlybuf4s50_1	0.54
xor2_1	0.31
xnor2_1	0.22
xnor3_1	0.49
xnor2_2	0.24
xnor3_1	0.34
kinds of logic after synthesis:
kind of cell / Yosys count / share of synthesized area
AOI/OAI and AO/OA: 9 / 0.00913
xor gates and xnor gates: 209 / 0.335
buffers and inverters: 5 / 0.00377
DFF: 146 / 0.579
and+or+nand+nor: 99 / 0.0732
layout by cell type (no fill, tap or decap), drive strengths merged, types with 4 or more instances in the layout:
master,synthesis,routed
nor2,17,17
nand2b,4,4
nand2,69,69
xor2,25,25
clkbuf,0,26
buf,4,7
xnor3,12,12
dfrtp,146,146
xnor2,169,169
clkdlybuf4s50,0,138
cell type report:
| cell class | count | area, µm² | area share |
|---|---|---|---|
| tap | 168 | 210 | 0.0246 |
| sequential | 146 | 3650 | 0.427 |
| timing repair buffer | 145 | 1440 | 0.168 |
| clock buffer | 26 | 519 | 0.0607 |
| clock inverter | 4 | 95.1 | 0.0111 |
| inverter | 1 | 3.75 | 0.000439 |
| multi-input combinational | 317 | 2630 | 0.308 |
Power figures rest on the tool's default switching activity, not on a simulated workload.
